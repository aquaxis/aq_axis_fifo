File: flow/config.mk
export PLATFORM = sky130hd
export DESIGN_NAME = fifo_wrapper
export DESIGN_NICKNAME = fifo_wrapper
export VERILOG_FILES = /design/flow/design.v
export SDC_FILE = /design/flow/constraint.sdc
export NUM_CORES = 4
export LEC_CHECK = 1
export CORE_UTILIZATION = 40
export SYNTH_MEMORY_MAX_BITS = 65536
File: flow/constraint.sdc
current_design fifo_wrapper

set clk_period 1370.6
set clk_io_pct 0.2

create_clock -name clk0 -period $clk_period [get_ports {FIFO_RD_CLK}]
create_clock -name clk1 -period $clk_period [get_ports {FIFO_WR_CLK}]

set non_clock_inputs [all_inputs -no_clocks]
set_input_delay [expr $clk_period * $clk_io_pct] -clock clk0 $non_clock_inputs
set_output_delay [expr $clk_period * $clk_io_pct] -clock clk0 [all_outputs]
File: flow/design.v
`default_nettype none
module aq_axis_fifo #(
    parameter FIFO_DEPTH = 8,
    parameter FIFO_WIDTH = 32
) (
    input  wire                   RST_N,
    input  wire                   S_AXIS_ACLK,
    input  wire                   S_AXIS_TVALID,
    output wire                   S_AXIS_TREADY,
    input  wire                   S_AXIS_TLAST,
    input  wire [FIFO_WIDTH -1:0] S_AXIS_TDATA,
    output wire                   FIFO_WR_FULL,
    output wire                   FIFO_WR_ALM_FULL,
    input  wire [FIFO_DEPTH -1:0] FIFO_WR_ALM_COUNT,
    input  wire                   M_AXIS_ACLK,
    output wire                   M_AXIS_TVALID,
    input  wire                   M_AXIS_TREADY,
    output wire [FIFO_WIDTH -1:0] M_AXIS_TDATA,
    output wire                   FIFO_RD_EMPTY,
    output wire                   FIFO_RD_ALM_EMPTY,
    input  wire [FIFO_DEPTH -1:0] FIFO_RD_ALM_COUNT
);
  reg [1:0] reg_wr_rst_n, reg_rd_rst_n;
  wire wr_rst_n, rd_rst_n;
  always @(posedge S_AXIS_ACLK) begin
    reg_wr_rst_n <= {reg_wr_rst_n[0], RST_N};
  end
  assign wr_rst_n = reg_wr_rst_n[1];
  always @(posedge M_AXIS_ACLK) begin
    reg_rd_rst_n <= {reg_rd_rst_n[0], RST_N};
  end
  assign rd_rst_n = reg_rd_rst_n[1];
  wire wr_ena, wr_full;
  reg wr_ena_req_pre, wr_ena_req;
  reg                    wr_rd_ena;
  reg  [            2:0] wr_rd_ena_d;
  wire                   wr_rd_ena_ack;
  reg  [FIFO_DEPTH -1:0] wr_adrs;
  reg [FIFO_DEPTH : 0] wr_count, wr_alm_count, wr_count_req_pre, wr_count_req, wr_rd_count;
  wire rd_ena, rd_empty;
  reg rd_ena_d;
  reg rd_ena_req_pre, rd_ena_req;
  reg                    rd_wr_ena;
  reg  [            2:0] rd_wr_ena_d;
  wire                   rd_wr_ena_ack;
  reg  [FIFO_DEPTH -1:0] rd_adrs;
  reg [FIFO_DEPTH : 0] rd_count, rd_alm_count, rd_count_req_pre, rd_count_req, rd_wr_count;
  wire                   rsv_ena;
  reg                    rsv_empty;
  reg  [FIFO_WIDTH -1:0] rsv_data;
  wire [FIFO_WIDTH -1:0] rd_fifo;
  assign wr_full = wr_count[FIFO_DEPTH];
  assign wr_ena  = (!wr_full) ? (S_AXIS_TVALID) : 1'b0;
  always @(posedge S_AXIS_ACLK) begin
    if (!wr_rst_n) begin
      wr_adrs <= 0;
    end else begin
      if (wr_ena) wr_adrs <= wr_adrs + 1;
    end
  end
  always @(posedge S_AXIS_ACLK) begin
    if (!wr_rst_n) begin
      wr_count     <= 0;
      wr_alm_count <= 0;
    end else begin
      if (wr_ena) begin
        if (wr_rd_ena) begin
          wr_count <= wr_count - wr_rd_count + 1;
        end else begin
          wr_count <= wr_count + 1;
        end
      end else if (wr_rd_ena) begin
        wr_count <= wr_count - wr_rd_count;
      end
      wr_alm_count <= wr_count + {1'b0, FIFO_WR_ALM_COUNT} + 1;
    end
  end
  always @(posedge S_AXIS_ACLK) begin
    if (!wr_rst_n) begin
      wr_rd_count      <= {(FIFO_DEPTH + 1) {1'b0}};
      wr_rd_ena_d[2:0] <= 3'd0;
      wr_rd_ena        <= 1'b0;
    end else begin
      wr_rd_ena_d[2:0] <= {wr_rd_ena_d[1:0], rd_ena_req};
      if (wr_rd_ena_d[2:1] == 2'b01) begin
        wr_rd_ena   <= 1'b1;
        wr_rd_count <= rd_count_req;
      end else begin
        wr_rd_ena <= 1'b0;
      end
    end
  end
  assign wr_rd_ena_ack = wr_rd_ena_d[2] & wr_rd_ena_d[1];
  reg [2:0] wr_rd_ack_d;
  always @(posedge S_AXIS_ACLK) begin
    if (!wr_rst_n) begin
      wr_ena_req_pre   <= 1'b0;
      wr_ena_req       <= 1'b0;
      wr_count_req_pre <= 0;
      wr_count_req     <= 0;
      wr_rd_ack_d      <= 3'd0;
    end else begin
      wr_rd_ack_d[2:0] <= {wr_rd_ack_d[1:0], rd_wr_ena_ack};
      if (wr_ena & S_AXIS_TLAST) begin
        wr_ena_req_pre <= 1'b1;
      end else if (~wr_ena_req & (wr_rd_ack_d[2:1] == 2'b00)) begin
        wr_ena_req_pre <= 1'b0;
      end
      if (~wr_ena_req & wr_ena_req_pre & (wr_rd_ack_d[2:1] == 2'b00)) begin
        if (wr_ena) begin
          wr_count_req_pre <= 1;
        end else begin
          wr_count_req_pre <= 0;
        end
      end else if (wr_ena) begin
        wr_count_req_pre <= wr_count_req_pre + 1;
      end
      if (~wr_ena_req & wr_ena_req_pre & (wr_rd_ack_d[2:1] == 2'b00)) begin
        wr_ena_req   <= 1'b1;
        wr_count_req <= wr_count_req_pre;
      end else if (wr_rd_ack_d[2:1] == 2'b01) begin
        wr_ena_req <= 1'b0;
      end
    end
  end
  assign S_AXIS_TREADY    = ~wr_count[FIFO_DEPTH];
  assign FIFO_WR_FULL     = wr_count[FIFO_DEPTH];
  assign FIFO_WR_ALM_FULL = wr_alm_count[FIFO_DEPTH];
  assign rd_empty         = (rd_count == 0) ? 1'b1 : 1'b0;
  assign rsv_ena          = rsv_empty & ~rd_empty;
  assign rd_ena           = rsv_ena | (M_AXIS_TREADY & ~rd_empty);
  always @(posedge M_AXIS_ACLK) begin
    if (!rd_rst_n) begin
      rd_adrs <= 0;
    end else begin
      if (rd_ena) begin
        rd_adrs <= rd_adrs + 1;
      end
    end
  end
  always @(posedge M_AXIS_ACLK) begin
    if (!rd_rst_n) begin
      rd_count     <= 0;
      rd_alm_count <= 0;
    end else begin
      if (rd_ena) begin
        if (rd_wr_ena) begin
          rd_count <= rd_count + rd_wr_count - 1;
        end else begin
          rd_count <= rd_count - 1;
        end
      end else if (rd_wr_ena) begin
        rd_count <= rd_count + rd_wr_count;
      end
      rd_alm_count <= rd_count - {1'b0, FIFO_RD_ALM_COUNT} - 1;
    end
  end
  always @(posedge M_AXIS_ACLK) begin
    if (!rd_rst_n) begin
      rd_wr_ena_d[2:0] <= 3'd0;
      rd_wr_count      <= {(FIFO_DEPTH + 1) {1'b0}};
      rd_wr_ena        <= 1'b0;
    end else begin
      rd_wr_ena_d[2:0] <= {rd_wr_ena_d[1:0], wr_ena_req};
      if (rd_wr_ena_d[2:1] == 2'b01) begin
        rd_wr_ena   <= 1'b1;
        rd_wr_count <= wr_count_req;
      end else begin
        rd_wr_ena <= 1'b0;
      end
    end
  end
  assign rd_wr_ena_ack = rd_wr_ena_d[2] & rd_wr_ena_d[1];
  reg [2:0] rd_wr_ack_d;
  always @(posedge M_AXIS_ACLK) begin
    if (!rd_rst_n) begin
      rd_ena_req_pre   <= 1'b0;
      rd_ena_req       <= 1'b0;
      rd_count_req     <= {(FIFO_DEPTH + 1) {1'b0}};
      rd_count_req_pre <= {(FIFO_DEPTH + 1) {1'b0}};
      rd_wr_ack_d[2:0] <= 3'd0;
    end else begin
      rd_wr_ack_d[2:0] <= {rd_wr_ack_d[1:0], wr_rd_ena_ack};
      if (rd_ena) begin
        rd_ena_req_pre <= 1'b1;
      end else if (~rd_ena_req & (rd_wr_ack_d[2:1] == 2'd00)) begin
        rd_ena_req_pre <= 1'b0;
      end
      if (~rd_ena_req & rd_ena_req_pre & (rd_wr_ack_d[2:1] == 2'd00)) begin
        if (rd_ena) begin
          rd_count_req_pre <= 1;
        end else begin
          rd_count_req_pre <= 0;
        end
      end else if (rd_ena) begin
        rd_count_req_pre <= rd_count_req_pre + 1;
      end
      if (~rd_ena_req & rd_ena_req_pre & (rd_wr_ack_d[2:1] == 2'd00)) begin
        rd_ena_req   <= 1'b1;
        rd_count_req <= rd_count_req_pre;
      end else if (rd_wr_ack_d[2:1] == 2'b01) begin
        rd_ena_req <= 1'b0;
      end
    end
  end
  always @(posedge M_AXIS_ACLK) begin
    if (!rd_rst_n) begin
      rsv_empty <= 1'b1;
    end else begin
      rd_ena_d <= M_AXIS_TREADY;
      if (rd_ena | rd_ena_d) begin
        rsv_data <= rd_fifo;
      end
      if (M_AXIS_TREADY & rd_empty) begin
        rsv_empty <= 1'b1;
      end else if (rd_ena) begin
        rsv_empty <= 1'b0;
      end
    end
  end
  assign M_AXIS_TVALID     = ~rsv_empty;
  assign M_AXIS_TDATA      = (rd_ena_d) ? rd_fifo : rsv_data;
  assign FIFO_RD_EMPTY     = rsv_empty;
  assign FIFO_RD_ALM_EMPTY = rd_alm_count[FIFO_DEPTH];
  aq_fifo_ram #(
      .DEPTH(FIFO_DEPTH),
      .WIDTH(FIFO_WIDTH)
  ) u_aq_axis_fifo_ram (
      .WR_CLK (S_AXIS_ACLK),
      .WR_ENA (wr_ena),
      .WR_ADRS(wr_adrs),
      .WR_DATA(S_AXIS_TDATA),
      .RD_CLK (M_AXIS_ACLK),
      .RD_ADRS(rd_adrs),
      .RD_DATA(rd_fifo)
  );
endmodule
`default_nettype wire
`default_nettype none
module aq_fifo_ram #(
    parameter DEPTH = 8,
    parameter WIDTH = 32
) (
    input  wire              WR_CLK,
    input  wire              WR_ENA,
    input  wire [DEPTH -1:0] WR_ADRS,
    input  wire [WIDTH -1:0] WR_DATA,
    input  wire              RD_CLK,
    input  wire [DEPTH -1:0] RD_ADRS,
    output wire [WIDTH -1:0] RD_DATA
);
  reg [WIDTH -1:0]    ram [0:(2**DEPTH) -1];
  reg [WIDTH -1:0]    rd_reg;
  always @(posedge WR_CLK) begin
    if (WR_ENA) ram[WR_ADRS] <= WR_DATA;
  end
  always @(posedge RD_CLK) begin
    rd_reg <= ram[RD_ADRS];
  end
  assign RD_DATA = rd_reg;
endmodule
`default_nettype wire
`default_nettype wire
module fifo_wrapper #(
    parameter FIFO_DEPTH = 8,
    parameter FIFO_WIDTH = 32
) (
    input  wire                  RST_N,
    input  wire                  FIFO_WR_CLK,
    input  wire                  FIFO_WR_ENA,
    input  wire [FIFO_WIDTH-1:0] FIFO_WR_DATA,
    input  wire                  FIFO_WR_LAST,
    output wire                  FIFO_WR_FULL,
    output wire                  FIFO_WR_ALM_FULL,
    input  wire                  FIFO_RD_CLK,
    input  wire                  FIFO_RD_ENA,
    output wire [FIFO_WIDTH-1:0] FIFO_RD_DATA,
    output wire                  FIFO_RD_EMPTY,
    output wire                  FIFO_RD_ALM_EMPTY
);
  aq_axis_fifo #(
      .FIFO_DEPTH(FIFO_DEPTH),
      .FIFO_WIDTH(FIFO_WIDTH)
  ) u_aq_axis_fifo (
      .RST_N(RST_N),
      .S_AXIS_ACLK  (FIFO_WR_CLK),
      .S_AXIS_TVALID(FIFO_WR_ENA),
      .S_AXIS_TREADY(),
      .S_AXIS_TLAST (FIFO_WR_LAST),
      .S_AXIS_TDATA (FIFO_WR_DATA),
      .FIFO_WR_FULL(FIFO_WR_FULL),
      .FIFO_WR_ALM_FULL(FIFO_WR_ALM_FULL),
      .FIFO_WR_ALM_COUNT(1),
      .M_AXIS_ACLK  (FIFO_RD_CLK),
      .M_AXIS_TVALID(),
      .M_AXIS_TREADY(FIFO_RD_ENA),
      .M_AXIS_TDATA (FIFO_RD_DATA),
      .FIFO_RD_EMPTY(FIFO_RD_EMPTY),
      .FIFO_RD_ALM_EMPTY(FIFO_RD_ALM_EMPTY),
      .FIFO_RD_ALM_COUNT()
  );
endmodule
`default_nettype none
File: flow/run.sh
#!/bin/bash
# OpenROAD 26Q1-2900-gdf79404cd8, Yosys 0.63+post, stock flow scripts
make -C /OpenROAD-flow-scripts/flow DESIGN_CONFIG=/design/flow/config.mk WORK_HOME=/design/flow/orfs finish
==> flow.log <==
[report] implementation figures
[metrics] tally of filler cells in the layout: 65100
[metrics] Mean Syn Cell Area: 22.2 µm²
[metrics] Slew Limit Headroom: 2.34%
[metrics] critical path arrival: 2800 ps
[metrics] Synth Seq Share: 77.5%
[metrics] port buffer count: 72
[metrics] # clock sinks: 8370
[metrics] standby leakage power: 113 nW
[metrics] crit-path max FO: 23
[metrics] critical path class: flop to primary output
[metrics] post-detailed-placement half-perimeter wirelength: 612000 µm
[metrics] DR vias/cell: 5.82
[metrics] peak ir drop on the vdd network: 1.57 µV
[metrics] yosys cell count: 14600
[metrics] Synth-to-Final Area Change: 14.0%
[metrics] kind of end point of the critical path: primary output
[metrics] top post-synthesis cells by area: sky130_fd_sc_hd__edfxtp_1 (77%), sky130_fd_sc_hd__mux4_2 (14%), sky130_fd_sc_hd__mux2i_1 (2.2%), sky130_fd_sc_hd__dfxtp_1 (0.90%), sky130_fd_sc_hd__a21oi_1 (0.60%)
[metrics] largest area contributor in the synthesized netlist: sky130_fd_sc_hd__edfxtp_1
[metrics] global placement routability congestion: 0.951
[metrics] Final Routed Wirelength: 984000 µm
[metrics] combined area of all synthesized cells: 323000 µm²
[metrics] detailed-route via count: 157000
[metrics] via count of the first global-routing pass: 171000
[metrics] number of flip-flops under the largest register name: 8192
[metrics] class of the worst hold path: flop to flop
[metrics] pwr dens: 1.79 nW/µm²
[metrics] First-pass DRT Iterations: 7
[metrics] number of cells after detailed placement: 25500
[metrics] Yosys top cell area share: 76.6%
[metrics] worst hold path cell count: 0
[metrics] Req. time, crit path: 1096480 ps
[metrics] floorplan core density: 40.2%
[metrics] number of cell instances on the worst register-to-register path: 16
[metrics] detail-routed net length per standard cell: 36.3 µm
[metrics] final count of hold timing violations: 0
[metrics] final-layout setup total negative slack: 0 ps
[metrics] initial antenna violation count: 73
[metrics] worst reg2reg startpoint: u_aq_axis_fifo.rd_adrs[0]
[metrics] YS warnings: 11
[metrics] tally of non-filler cells in the final layout: 27100
[metrics] post-synthesis chip area from yosys: 323000 µm²
[metrics] number of hold-repair buffers added at the cts stage: 12
[metrics] drt initial violations: 11800
[metrics] clock slew at the register clock pins of the worst setup and hold paths: 80 ps
[metrics] status: complete, no violations
[metrics] aggregate global-route resource usage: 26.8%
[metrics] startpoint type of the worst setup path: flop
[metrics] Unique masters post-synth: 90
[metrics] capture instance of the worst register-to-register path: u_aq_axis_fifo.u_aq_axis_fifo_ram.rd_reg[9]
[metrics] CTS tree: done
[metrics] Main synth FF type: sky130_fd_sc_hd__edfxtp_1
[metrics] DRC: 0
[metrics] most frequent logic cell in the layout: sky130_fd_sc_hd__edfxtp_1
[metrics] wire length of the first global-routing pass: 1360000 µm
[metrics] width of the die: 900 µm
[metrics] CORE AREA: 803000 µm²
[metrics] Site Rows: 329
[metrics] origin of the worst setup path: u_aq_axis_fifo.rd_ena_d
[metrics] number of register bits inferred by synthesis: 8370
[metrics] reported max-cap violation count: 0
[metrics] hold wc startpoint: u_aq_axis_fifo.reg_rd_rst_n[0]
[metrics] unrepaired setup endpoints after global routing: no
[metrics] setup skew after layout: 93.6 ps
[metrics] tool warnings: 51
[metrics] share of post-route cells with drive strength above 1: 27.7%
[metrics] reg-to-reg slack, setup: 1362290 ps
[metrics] post-cts resize count: 0
[metrics] count of flip-flops with a built-in enable after synthesis: 8225
[metrics] worst slew pin tran: 1460 ps
[metrics] vertical die dimension: 900 µm
[metrics] post-route ant nets: 0
[metrics] maximum number of pins on one net before global-route repair: 101
[metrics] Top Layout Cells: sky130_fd_sc_hd__edfxtp_1 (8225), sky130_fd_sc_hd__mux4_2 (1944), sky130_fd_sc_hd__buf_4 (906)
[metrics] final design utilization: 45.8%
[metrics] final count of negative-setup-slack endpoints: 0
[metrics] Async S/R FF share, synth: 0%
[metrics] post-CTS repair timing setup buffer count: 0
[metrics] number of top-level pins: 74
[metrics] Congestion Overflow GR: 0
[metrics] tightest hold margin: 330 ps
[metrics] destination of the worst hold path: u_aq_axis_fifo.reg_rd_rst_n[1]
[metrics] Final Max-Slew Violation Tally: 0
[metrics] Syn Inst Count: 14600
[metrics] Die Footprint: 810000 µm²
## Yosys cell counts, drive strengths merged, types with 10 or more instances
cell type and count:
nand2 344, a21oi 387, a221oi 213, clkbuf 304
a211oi 97, nor2b 52, and2 17, edfxtp 8225
inv 65, a221o 13, xor2 23, nand3 76
a22o 20, o21ai 214, nand2b 14, o31ai 20
a2111oi 24, mux4 1954, xnor2 39, dfxtp 145
o311ai 10, o22ai 108, a31oi 26, ha 50
a222oi 10, o211ai 16, nor2 436, mux2 71
buf 539, a22oi 103, mux2i 697, a21o 16
nor3 51, nand4 11, o221ai 53
## worst max-delay path by stage
| stage | to | slack [ps] |
|---|---|---|
| after CTS | FIFO_RD_DATA[17] | 1093640 |
| after global routing | FIFO_RD_DATA[1] | 1093660 |
| final | FIFO_RD_DATA[1] | 1093680 |
## metrics by stage
| stage | cell area, µm² | setup WS, ps | total power, mW |
|---|---|---|---|
| after floorplan | 323000 | 1093570 | 0.382 |
| after global placement | 341000 | 1092830 | 0.438 |
| after detailed placement | 341000 | 1092810 | 0.438 |
| after CTS | 367000 | 1093640 | 0.659 |
| after global routing | 368000 | 1093660 | 0.677 |
| final | 368000 | 1093680 | 0.657 |
## metal layers
metal	part of all wire, %	GRT usage, %
met1	28	28.0
met2	44	36.0
met3	22	26.7
met4	4.9	9.73
met5	0.67	5.97
## logic make-up after synthesis
| group | after synthesis | share of synthesized area (%) |
|---|---|---|
| flops | 8370 | 77.5 |
| mux | 2722 | 16.1 |
| compound gates | 1388 | 2.90 |
| simple gates | 1042 | 1.38 |
| buf+inv | 910 | 1.78 |
| xor+xnor | 62 | 0.168 |
| fa+ha+maj | 58 | 0.240 |
## where the power goes
| part | leakage (nW) | internal [mW] | switching, mW |
|---|---|---|---|
| Clock | 12.8 | 0.125 | 0.0977 |
| Sequential | 75.1 | 0.282 | 0.00124 |
| Combinational | 25.4 | 0.0606 | 0.0902 |
## critical path, cell delays in order (launching register included)
cell                              delay [ps]
sky130_fd_sc_hd__edfxtp_1                340
sky130_fd_sc_hd__buf_4                   610
sky130_fd_sc_hd__buf_4                   410
sky130_fd_sc_hd__mux2_2                  380
sky130_fd_sc_hd__clkdlybuf4s50_1         410
## final cells by class
cell class                      count  area, µm²  area share [%]
Tap cell                        10800      13500            3.66
Timing Repair Buffer             1012       8240            2.24
Sequential cell                  8370     250000            68.0
Clock inverter                    495       5100            1.39
Clock buffer                      988      21100            5.73
Multi-Input combinational cell   5272      69400            18.9
Inverter                           67        278          0.0755
Antenna cell                      109        273          0.0742
No activity file was given, so power comes from the tool's default toggle rates.
